==> flow/design.v <==
`timescale 1ns / 1ps
module varmux #(
  parameter width=32,
  parameter num_inputs=2
) ( 
  input wire  [num_inputs*width - 1 : 0] in_bus,  
  input wire  [clogb2(num_inputs) - 1 : 0] sel,
  output wire [width - 1 : 0]              out
);
function integer log2;
  input [31:0] value;
  begin
    value = value-1;
    for (log2=0; value>0; log2=log2+1)
      value = value>>1;
  end
endfunction
function integer clogb2;
  input [31:0] value;
  integer result;
  begin
    result = value - 1;
  for(clogb2 = 0; result > 0; clogb2 = clogb2 + 1)
    result = result>>1;
  end
endfunction
wire [width - 1 : 0] input_array[0 : num_inputs - 1];
assign out=input_array[sel];
genvar ig;
generate
  for (ig = 0; ig < num_inputs; ig = ig + 1) begin : array_assignments
    assign input_array[ig] = in_bus[ig * width +:width];
  end
endgenerate
endmodule
==> flow/run.sh <==
#!/bin/bash
# OpenROAD 26Q1-2900-gdf79404cd8, Yosys 0.63+post, stock flow scripts
make -C /OpenROAD-flow-scripts/flow DESIGN_CONFIG=/design/flow/config.mk WORK_HOME=/design/flow/orfs finish
==> flow/config.mk <==
export PLATFORM = sky130hd
export DESIGN_NAME = varmux
export DESIGN_NICKNAME = varmux
export VERILOG_FILES = /design/flow/design.v
export SDC_FILE = /design/flow/constraint.sdc
export NUM_CORES = 4
export LEC_CHECK = 1
export CORE_AREA = 10 10 70 70
export DIE_AREA = 0 0 80 80
==> flow/constraint.sdc <==
current_design varmux

set clk_period 1.0
set clk_io_pct 0.2

create_clock -name clk0 -period $clk_period

set non_clock_inputs [all_inputs -no_clocks]
set_input_delay [expr $clk_period * $clk_io_pct] -clock clk0 $non_clock_inputs
set_output_delay [expr $clk_period * $clk_io_pct] -clock clk0 [all_outputs]
==> flow_summary.json <==
{
  "critPathLaunchType": "primary input",
  "power_density_nw_per_um2": 392,
  "leakagePower_nw": 0.843,
  "pwr-share-seq_pct": 0,
  "min_to": "out[15]",
  "min_path_type": "in2out",
  "timing.final.ws_setup_ns": -0.184,
  "hpwl_um": 2430,
  "status": "complete, but fails checks",
  "track_usage_pct": 8.20,
  "avgSynthCellArea_um2": 15.1,
  "die_width_um": 80,
  "finalPower_w": 0.000611,
  "flop_area_um2": 0,
  "io_pins": 97,
  "cp-startpoint": "sel[0]",
  "area_growth_pct": 186,
  "nFlopsAndLatches": 0,
  "required_ns": 0.80,
  "setup_viol": 32,
  "drive_gt1_share_pct": 54.0,
  "post-route-drc-count": 0,
  "maxCapViolCount": 0,
  "whs_ns": 0.703,
  "routedWlPerCell_um": 15.2,
  "n_antenna_cell": 0,
  "worst-path-buf-inv": 4,
  "path_delay_family": "buffers and inverters",
  "die_area_um2": 6400,
  "antenna_found_initial": 0,
  "drt_pass1_iterations": 3,
  "dr_total_vias": 707,
  "ys_area_um2": 544,
  "dr.first_iter.drc_count": 6,
  "overflow": 0,
  "dp.cells": 177,
  "wl_um": 2810,
  "violations": "negative setup slack",
  "grt_pass1_wl_um": 4310,
  "tool_warnings": 34,
  "ys_seq_share_pct": 0,
  "final_core_util_pct": 45.6,
  "yosys.cell_types.count": 4,
  "timing.fmax_mhz": 844,
  "synthCells": 36,
  "grt_pass1_vias": 811,
  "netlist_area_um2": 544,
  "clkPwrFrac_pct": 0,
  "path_cells": "buf_12 -> buf_12 -> buf_12 -> mux2_4 -> buf_6",
  "cp.arrival_ns": 0.98,
  "rsz0062_at_grt": "true",
  "swShare_pct": 21.7,
  "netlist_top_cells_area": "mux2_4, buf_12, mux2_2",
  "coreArea_um2": 3420,
  "floorplan.core_util_pct": 15.9,
  "fin_cells": 185,
  "cp-end-kind": "output pin",
  "p_comb_share_pct": 100.0,
  "clkbuf_count": 0,
  "whs_path_depth": 3,
  "final_max_slew_viol_count": 0,
  "yosysTopAreaCellShare_pct": 82.8,
  "worst_pin_slew_ns": 0.0855,
  "rows": 21,
  "synth_area_leader_cell": "mux2_4",
  "irDropWorstVdd_uv": 180,
  "cp_slowest_cell": "mux2_4",
  "worstSetupPathType": "in2out",
  "intPower_w": 0.000478,
  "viasPerCell": 3.82,
  "postRouteAntennaNets": 0,
  "critical_path.max_stage_delay_ns": 0.29,
  "yosys_cells": 36,
  "min_from": "in_bus[47]",
  "path_max_fanout": 7,
  "p_sw_w": 0.000133,
  "min_period_over_period_pct": 118,
  "hold_violations": 0,
  "yosysWarnings": 1,
  "place_ws_ns": -0.497,
  "slew_headroom_pct": 94.3,
  "worst_path_most_repeated_cell": "buf_12",
  "period_needed_ns": 1.18,
  "fp.dieH_um": 80,
  "numPortBuffers": 97,
  "grt_max_degree": 11,
  "globalplace.congestion": 0.767
}
==> what timing repair did <==
| item | CTS | global route |
|---|---|---|
| gates cloned | 1 | 0 |
| endpoints found under the hold margin | 0 | 0 |
| setup endpoints to repair | 32 | 32 |
| hold buffers | 0 | 0 |
| gates resized | 160 | 12 |
| buffers inserted | 7 | 0 |
==> worst max-delay path by stage <==
stage                 endpoint  slack, ns  cells past startpoint
final                   out[6]      -0.18                      5
after global routing    out[6]      -0.21                      5
after CTS               out[0]      -0.19                      5
==> power groups by stage <==
| stage | Clock, W | Combinational, W | Sequential, W |
|---|---|---|---|
| 6_report | 0 | 0.000611 | 0 |
| 4_1_cts | 0 | 0.000593 | 0 |
| 5_1_grt | 0 | 0.000655 | 0 |
==> metrics by stage <==
step / area [µm²] / TNS [ns]
global route: 1560 / -4.25
CTS: 1500 / -3.86
finish: 1560 / -3.69
detailed placement: 1540 / -15.34
floorplan: 544 / 0
global placement: 1540 / -15.36
==> cell families after synthesis <==
family / Yosys count / synth area share (%)
buffers and inverters: 4 / 13.1
muxes: 32 / 86.9
==> final cells by class <==
| cell class | instances | area [µm²] |
|---|---|---|
| fillers | 345 | 1860 |
| well taps | 46 | 57.6 |
| repair buffers | 107 | 1020 |
| multi-input cells | 32 | 480 |
==> cells in the final DEF, fill, tap and decap left out, drive strengths merged <==
| cell | instances |
|---|---|
| buf | 43 |
| mux2 | 32 |
| dlymetal6s2s | 3 |
| clkdlybuf4s50 | 17 |
| dlygate4sd2 | 44 |
==> layer usage <==
metal	GRT usage [%]	wire, µm	up-vias
li1	-	-	347
met1	9.69	1120	309
met2	14.1	1330	51
met3	3.64	363	0
met4	0	0	0
met5	0	0	-
==> worst min-delay path, cell delays in order <==
cell	delay [ns]
dlymetal6s2s_1	0.08
mux2_4	0.14
buf_6	0.08
==> cells in the mapped netlist <==
cell / instances
buf_6: 1
mux2_2: 2
mux2_4: 30
buf_12: 3
No activity file was given, so power comes from the tool's default toggle rates.
